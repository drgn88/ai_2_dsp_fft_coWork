==> design/flow/run.sh <==
#!/bin/bash
# OpenROAD 26Q1-2900-gdf79404cd8, Yosys 0.63+post, stock flow scripts
make -C /OpenROAD-flow-scripts/flow DESIGN_CONFIG=/design/flow/config.mk WORK_HOME=/design/flow/orfs finish
==> design/flow/config.mk <==
export PLATFORM = sky130hd
export DESIGN_NAME = cu_cbfp0
export DESIGN_NICKNAME = cu_cbfp0
export VERILOG_FILES = /design/flow/design.v
export SDC_FILE = /design/flow/constraint.sdc
export NUM_CORES = 4
export LEC_CHECK = 1
export CORE_UTILIZATION = 30
==> design/flow/constraint.sdc <==
current_design cu_cbfp0

set clk_period 2.0
set clk_io_pct 0.2

create_clock -name clk0 -period $clk_period [get_ports {clk}]

set non_clock_inputs [all_inputs -no_clocks]
set_input_delay [expr $clk_period * $clk_io_pct] -clock clk0 $non_clock_inputs
set_output_delay [expr $clk_period * $clk_io_pct] -clock clk0 [all_outputs]
==> design/flow/design.v <==
`timescale 1ns/1ps
module bit_shift_ctrl (
	input clk,
	input rstn,
	input min_fin_en,
	output logic bit_shift_en,	 
	output logic valid_mod1
);
	localparam IDLE = 0;
	localparam EN = 1;
	logic state, next_state;
	logic [4:0] cnt_reg, cnt_next;
	logic val_reg, val_next;
	assign bit_shift_en = val_reg;
	assign valid_mod1 = val_reg;
	always_ff @( posedge clk or negedge rstn ) begin : state_reg
		if(!rstn)begin
			state <= IDLE;
			cnt_reg <= 0;
			val_reg <= 0;
		end
		else begin
			state <= next_state;
			cnt_reg <= cnt_next;
			val_reg <= val_next;
		end
	end
	always_comb begin : next_state_logic
		next_state = state;
		cnt_next = cnt_reg;
		val_next = val_reg;
		case (state)
			IDLE : begin
				if(min_fin_en) begin
					next_state = EN;
					cnt_next = 0;
					val_next = 1;
				end
			end 
			EN : begin
				cnt_next = cnt_reg + 1;
				if(cnt_reg == 31) begin
					next_state = IDLE;
					val_next = 0;
				end
			end
		endcase
	end
endmodule
`timescale 1ns/1ps
module cu_cbfp0 (
	input clk,
	input rstn,
	input alert_cbfp,
	output logic mux_sel,
	output logic mag_en,
	output logic min_4s_en,
	output logic min_fin_en,
	output logic bit_shift_en,
	output logic valid_mod1
);
	mux_sel_cbfp0 U_MUX_SEL_CBFP0(
	.clk(clk),
	.rstn(rstn),
	.alert_cbfp(alert_cbfp),
	.mux_sel(mux_sel)
	);
	mag_ctrl_cbfp0 U_MAG_CTRL_0(
	.clk(clk),
	.rstn(rstn),
	.alert_cbfp(alert_cbfp),
	.mag_en(mag_en)
	);
	min_4s_ctrl_cbfp0 U_MIN_4S_CTRL(
	.clk(clk),
	.rstn(rstn),
	.mag_en(mag_en),
	.min_4s_en(min_4s_en)
	);
	min_fin_ctrl_cbfp0 U_MIN_FIN_CTRL(
	.clk(clk),
	.rstn(rstn),
	.min_4s_en(min_4s_en),
	.min_fin_en(min_fin_en)
	);
	bit_shift_ctrl U_BIT_SHIFT_CTRL(
	.clk(clk),
	.rstn(rstn),
	.min_fin_en(min_fin_en),
	.bit_shift_en(bit_shift_en),
	.valid_mod1(valid_mod1)
	);
endmodule
`timescale 1ns/1ps
module mag_ctrl_cbfp0 (
	input clk,
	input rstn,
	input alert_cbfp,
	output logic mag_en
);
	localparam IDLE = 0;
	localparam MAG_EN = 1;
	logic state, next_state;
	logic mag_en_reg, mag_next;
	logic [4:0] cnt_reg, cnt_next;
	assign mag_en = mag_en_reg;
	always_ff @( posedge clk or negedge rstn ) begin : state_register
		if(!rstn) begin
			state <= IDLE;
			cnt_reg <= 0;
			mag_en_reg <= 0;
		end
		else begin
			state <= next_state;
			cnt_reg <= cnt_next;
			mag_en_reg <= mag_next;
		end
	end
	always_comb begin : NEXT_STATE_LOGIC
		next_state = state;
		cnt_next = cnt_reg;
		mag_next = mag_en_reg;
		case (state)
			IDLE : begin
				if(alert_cbfp) begin
					next_state = MAG_EN;
					cnt_next = 0;
					mag_next = 1;
				end
			end 
			MAG_EN : begin
				cnt_next = cnt_reg + 1;
				if(cnt_reg == 31) begin
					next_state = IDLE;
					mag_next = 0;
				end
			end
		endcase
	end
endmodule
`timescale 1ns/1ps
module min_4s_ctrl_cbfp0 (
	input clk,
	input rstn,
	input mag_en,
	output logic min_4s_en
);
	localparam IDLE = 0;
	localparam MIN_4S_EN = 1;
	logic state, next_state;
	logic min_4s_reg, min_4s_next;
	logic [4:0] cnt_reg, cnt_next;
	assign min_4s_en = min_4s_reg;
	always_ff @( posedge clk or negedge rstn ) begin : state_register
		if(!rstn) begin
			state <= IDLE;
			cnt_reg <= 0;
			min_4s_reg <= 0;
		end
		else begin
			state <= next_state;
			cnt_reg <= cnt_next;
			min_4s_reg <= min_4s_next;
		end
	end
	always_comb begin : NEXT_STATE_LOGIC
		next_state = state;
		cnt_next = cnt_reg;
		min_4s_next = min_4s_reg;
		case (state)
			IDLE : begin
				if(mag_en) begin
					next_state = MIN_4S_EN;
					cnt_next = 0;
					min_4s_next = 1;	
				end
			end 
			MIN_4S_EN : begin
				cnt_next = cnt_reg + 1;
				if(cnt_reg == 31) begin
					next_state = IDLE;
					min_4s_next = 0;
				end
			end
		endcase
	end
endmodule
`timescale 1ns/1ps
module min_fin_ctrl_cbfp0 (
	input clk,
	input rstn,
	input min_4s_en,
	output logic min_fin_en
);
	localparam IDLE = 0;
	localparam WAIT = 1;
	logic state, next_state;
	logic [1:0] cnt_reg, cnt_next;
	logic [3:0] tick_cnt_reg, tick_cnt_next;
	logic min_fin_reg, min_fin_next;
	assign min_fin_en = min_fin_reg;
	always_ff @( posedge clk or negedge rstn ) begin : state_register
		if(!rstn) begin
			state <= IDLE;
			cnt_reg <= 0;
			min_fin_reg <= 0;
			tick_cnt_reg <= 0;
		end
		else begin
			state <= next_state;
			cnt_reg <= cnt_next;
			min_fin_reg <= min_fin_next;
			tick_cnt_reg <= tick_cnt_next;
		end
	end
	always_comb begin : Next_state_logic
		next_state = state;
		cnt_next = cnt_reg;
		min_fin_next = min_fin_reg;
		tick_cnt_next = tick_cnt_reg;
		case (state)
			IDLE : begin
				if(min_4s_en) begin
					next_state = WAIT;
					cnt_next = 0;
				end
			end 
			WAIT : begin
				cnt_next = cnt_reg + 1;
				min_fin_next = 0;
				if(cnt_reg == 3) begin
					if(tick_cnt_reg == 8) begin
						next_state = IDLE;
						tick_cnt_next = 0;
					end
					else begin
						min_fin_next = 1;
						tick_cnt_next = tick_cnt_reg + 1;
					end
				end
			end
		endcase
	end
endmodule
`timescale 1ns/1ps
module mux_sel_cbfp0 (
	input clk,
	input rstn,
	input alert_cbfp,
	output logic mux_sel
);
	localparam IDLE = 0;
	localparam ADD_SEL = 1;
	localparam SUB_SEL = 2;
	logic [1:0] state, next_state;
	logic [2:0] cnt_reg, cnt_next;
	logic mux_sel_reg, mux_sel_next;
	assign mux_sel = mux_sel_reg;
	always_ff @( posedge clk or negedge rstn ) begin : State_Register
		if(!rstn) begin
			state <= IDLE;
			cnt_reg <= 0;
			mux_sel_reg <= 0;
		end
		else begin
			state <= next_state;
			cnt_reg <= cnt_next;
			mux_sel_reg <= mux_sel_next;
		end
	end
	always_comb begin : NEXT_STATE_LOGIC
		next_state = state;
		cnt_next = cnt_reg;
		mux_sel_next = mux_sel_reg;
		case (state)
		IDLE : begin
			if(alert_cbfp) begin
				next_state = ADD_SEL;
				mux_sel_next = 0;
				cnt_next = 0;
			end
		end 
		ADD_SEL : begin
			cnt_next = cnt_reg + 1;
			if(cnt_reg == 3) begin
				next_state = SUB_SEL;
				mux_sel_next = 1;
				cnt_next = 0;
			end
		end
		SUB_SEL : begin
			cnt_next = cnt_reg + 1;
			if(alert_cbfp) begin
				next_state = ADD_SEL;
				cnt_next = 0;
				mux_sel_next = 0;
			end
			else if(cnt_reg == 3) begin
				next_state = IDLE;
				cnt_next = 0;
				mux_sel_next = 0;
			end
		end
		endcase
	end
endmodule
==> PnR_summary.wiki <==
== Metrics ==
{| class="wikitable"
! Metric !! Value
|-
| Clock Root Buffer || sky130_fd_sc_hd__clkbuf_8
|-
| Yosys cell count || 150
|-
| Starting Density || 31.9%
|-
| Maximum single-stage delay on the critical path || 0.49 ns
|-
| All-layer global routing usage || 9.81%
|-
| Clock network latency to the later pin of the worst-skew pair || 0.28 ns
|-
| Critical path capture point || mag_en
|-
| Number of top-level pins || 9
|-
| Leakage power summed over all cells || 0.880 nW
|-
| Hold Vio Cnt, Final || 0
|-
| Horizontal extent of the die || 76.6 microns
|-
| Origin of the critical flop-to-flop path || U_BIT_SHIFT_CTRL.cnt_reg[0]
|-
| Final critical delay including setup and external delays || 1.59 ns
|-
| Tool warnings || 26
|-
| Final non-filler cell total || 231
|-
| Reg-to-reg critical path endpoint || U_BIT_SHIFT_CTRL.cnt_reg[4]
|-
| Syn_area_per_cell || 11.1 sq um
|-
| Cell type with the largest total area || sky130_fd_sc_hd__dfrtp_1
|-
| Crit path launch type || register
|-
| Switching part of the total || 32.5%
|-
| Post-synthesis sequential area ratio || 54.0%
|-
| Die height || 76.6 microns
|-
| Fraction of power consumed by the clock network || 19.4%
|-
| RePlAce Congestion || 0.782
|-
| RSZ-0062 raised after global routing || no
|-
| # DRC || 0
|-
| Mean routed wirelength per cell || 10.8 microns
|-
| Pin count of the biggest net entering global routing || 37
|-
| Post-cts hold-fix buffer tally || 0
|-
| TritonCTS clock tree || done
|-
| Initial DRC Count || 37
|-
| Total standard cell area after synthesis || 1670 sq um
|-
| Internal || 1.81 mW
|-
| Total design power || 2.68 mW
|-
| End-of-flow core utilization || 36.3%
|-
| Global-route wire length before repair || 4520 microns
|-
| Maximum clock rate || 0.628 GHz
|-
| Crit. Startpoint || U_MAG_CTRL_0.mag_en_reg
|-
| Proportion of layout cells with a drive suffix above 1 || 9.94%
|-
| Accumulated negative setup slack || 0 ns
|-
| Internal reg-to-reg setup slack || 0.56 ns
|-
| Via count || 1079
|-
| Critical path capture point type || output port
|-
| Depth of the critical timing path with buffers and inverters included || 1
|-
| VDD IR-drop max || 0.682 mV
|-
| Total wirelength of the detailed-routed design || 2500 microns
|-
| Fin. max-slew vios || 0
|-
| Max Fanout on Critical Path || 5
|-
| Core ar. || 5240 sq um
|-
| Die area || 5870 sq um
|-
| Layout overhead on the synthesized area || 13.8%
|-
| H-tree level count || 2
|-
| Placed insts || 223
|-
| Cell count after synthesis || 150
|-
| Worst r2r path cells || 4
|-
| Floorplan row count || 26
|-
| Tightest slew margin relative to the limit || 70.5%
|-
| Number of distinct library cell variants in the gate-level netlist after synthesis || 36
|-
| CP bufs+invs || 1
|-
| Yosys warning tally || 5
|-
| Net load switching power || 871 uW
|-
| Max-capacitance violation count || 0
|-
| Largest cells by area || sky130_fd_sc_hd__dfrtp_1, sky130_fd_sc_hd__ha_1, sky130_fd_sc_hd__a22o_1
|-
| Dominant register cell in the synthesized netlist || sky130_fd_sc_hd__dfrtp_1
|-
| Initial antenna violation count || 0
|-
| Average via count per standard cell || 4.67
|-
| Sink Count || 36
|-
| Vias in the first global route || 994
|-
| Number of buffers created by CTS || 5
|-
| Power Density || 1410 nW/um^2
|-
| Sequential cell fraction of total power || 47.8%
|-
| Relative contribution of combinational cells to total power || 32.8%
|-
| Ratio of final minimum period to clock period || 79.7%
|-
| Least-Margin Pin Slew || 0.443 ns
|-
| Crit path DRT || 1.60 ns
|-
| Clock tree buffer depth || 2
|-
| Flip-flop and latch count after synthesis || 36
|-
| Number of fillers in the final layout || 516
|-
| Cell-by-cell trace of the critical path || clkdlybuf4s50_1
|-
| Count of antenna diodes in the layout || 0
|-
| Path class of the lowest-slack min-delay path || register to register
|-
| DR pass1 iterations || 4
|-
| Clock transition time at the flip-flop clock pins of the worst setup and hold paths || 0.07 ns
|-
| Top cell family by delay on the critical path || buffers and inverters
|-
| Post-DRT Antenna Nets || 0
|-
| Post-synthesis chip area from yosys || 1670 sq um
|-
| Number of gates resized after cts || 0
|-
| Area share of the largest cell type after synthesis || 52.4%
|-
| Buffers added on ports || 8
|-
| Library cell contributing the largest single delay on the critical path || sky130_fd_sc_hd__clkdlybuf4s50_1
|-
| Total setup violations reported at the end of the flow || 0
|-
| Endpoint arrival time on the critical path || 1.19 ns
|-
| Flip-flops with a built-in enable || 0
|-
| Critical path start-end classification || register to output port
|-
| Clock Skew || 0.00521 ns
|-
| Result of the run || finished, final reports clean
|-
| Overflow left after global routing || 0
|-
| Half-perimeter wire length after detailed placement || 1670 microns
|-
| Async S/R FF share, synth || 100%
|-
| Total setup buffers inserted after CTS || 0
|}
cells in the final DEF, fill, tap and decap left out, types with 4 or more instances in the layout:
master | Yosys | layout
sky130_fd_sc_hd__a21oi_1 | 7 | 7
sky130_fd_sc_hd__nor2b_1 | 4 | 4
sky130_fd_sc_hd__o22ai_1 | 4 | 4
sky130_fd_sc_hd__o21ai_0 | 7 | 7
sky130_fd_sc_hd__nand2_1 | 10 | 10
sky130_fd_sc_hd__a22o_1 | 9 | 9
sky130_fd_sc_hd__clkbuf_8 | 0 | 6
sky130_fd_sc_hd__nand3_1 | 6 | 6
sky130_fd_sc_hd__ha_1 | 10 | 10
sky130_fd_sc_hd__inv_1 | 8 | 8
sky130_fd_sc_hd__clkdlybuf4s50_1 | 0 | 8
sky130_fd_sc_hd__dfrtp_1 | 35 | 35
sky130_fd_sc_hd__nor2_1 | 10 | 10
power by group through the flow:
stage	Sequential, mW	Combinational, mW	Clock, mW
4_1_cts	1.28	0.889	0.549
5_1_grt	1.33	1.03	0.587
6_report	1.28	0.878	0.520
metal layers:
| layer | GRT usage, % | part of all wire [%] | up-vias |
|---|---|---|---|
| met5 | 0 | 0 | - |
| met4 | 1.54 | 1.8 | 0 |
| met3 | 3.41 | 5.0 | 6 |
| met2 | 12.3 | 38 | 19 |
| met1 | 16.7 | 55 | 494 |
| li1 | - | - | 560 |
synthesized netlist by cell type, drive strengths merged (4+ instances only):
cell / count
o21ai: 7
a21oi: 7
inv: 8
buf: 4
nand2: 11
dfrtp: 35
nor2b: 4
ha: 10
nand3: 6
o22ai: 4
a22o: 10
nor2: 10
logic make-up after synthesis:
kind of cell | after synthesis | synth area share [%]
AND/OR/NAND/NOR | 42 | 12.9
AND-OR/OR-AND | 38 | 15.9
flip-flops | 36 | 54.0
buffers and inverters | 14 | 3.97
adder cells (fa/ha/maj) | 10 | 7.49
XOR/XNOR | 5 | 2.62
multiplexers | 5 | 3.22
metrics by stage:
stage	cell area (sq um)	setup slack [ns]	hold slack, ns
2_1_floorplan	1670	0.616	0.104
3_3_place_gp	1810	0.359	0.482
3_5_place_dp	1810	0.305	0.487
4_1_cts	1900	0.382	0.497
5_1_grt	1900	0.337	0.503
6_report	1900	0.407	0.494
final cells by class:
class | count | area [sq um] | share of cell area (%)
flip-flops and latches | 36 | 902 | 47.4
clock buffers | 6 | 82.6 | 4.34
inverters | 8 | 30.0 | 1.58
multi-input cells | 100 | 703 | 36.9
well taps | 70 | 87.6 | 4.60
clock inverters | 2 | 10.0 | 0.526
repair buffers | 9 | 87.6 | 4.60
worst min path at each step:
stage / from / endpoint / cells after the start
4_1_cts: U_MIN_FIN_CTRL.cnt_reg[0] / U_MIN_FIN_CTRL.cnt_reg[0] / 1
6_report: U_MIN_FIN_CTRL.cnt_reg[0] / U_MIN_FIN_CTRL.cnt_reg[0] / 1
5_1_grt: U_MIN_FIN_CTRL.cnt_reg[0] / U_MIN_FIN_CTRL.cnt_reg[0] / 1
Power and IR drop assume default switching activity.
