[design/flow/run.sh]
#!/bin/bash
# OpenROAD 26Q1-2900-gdf79404cd8, Yosys 0.63+post, stock flow scripts
make -C /OpenROAD-flow-scripts/flow DESIGN_CONFIG=/design/flow/config.mk WORK_HOME=/design/flow/orfs finish
[design/flow/config.mk]
export PLATFORM = sky130hd
export DESIGN_NAME = cu_mod0_1
export DESIGN_NICKNAME = cu_mod0_1
export VERILOG_FILES = /design/flow/design.v
export SDC_FILE = /design/flow/constraint.sdc
export NUM_CORES = 4
export LEC_CHECK = 1
export CORE_UTILIZATION = 30
[design/flow/constraint.sdc]
current_design cu_mod0_1

set clk_period 2.1
set clk_io_pct 0.2

create_clock -name clk0 -period $clk_period [get_ports {clk}]

set non_clock_inputs [all_inputs -no_clocks]
set_input_delay [expr $clk_period * $clk_io_pct] -clock clk0 $non_clock_inputs
set_output_delay [expr $clk_period * $clk_io_pct] -clock clk0 [all_outputs]
[design/flow/design.v]
`timescale 1ns/1ps
module cnt_4b_fsm (
	input clk,
	input rstn,
	input alert_mod01,
	output logic cnt_ctrl
);
	logic [3:0] cnt_reg, cnt_reg_next;
	assign cnt_ctrl = cnt_reg[3];
	localparam IDLE = 0;
	localparam CNT_1CYCLE = 1;
	localparam CNT_2CYCLE = 2;
	logic [1:0] state, next_state;
	always_ff @( posedge clk or negedge rstn ) begin : state_register
		if(!rstn) begin
			state <= IDLE;
			cnt_reg <= 0;
		end
		else begin
			state <= next_state;
			cnt_reg <= cnt_reg_next;
		end
	end
	always_comb begin : next_state_logic
	next_state = state;
	cnt_reg_next = cnt_reg;
		case (state)
			IDLE : begin
				cnt_reg_next = 0;	
				if(alert_mod01) begin
					next_state = CNT_1CYCLE;
				end
			end 
			CNT_1CYCLE : begin
				cnt_reg_next = cnt_reg + 1;
				if(cnt_reg_next == 15) begin
					next_state = CNT_2CYCLE;
				end
			end
			CNT_2CYCLE : begin
				cnt_reg_next = cnt_reg + 1;
				if(cnt_reg_next == 15) begin
					next_state = IDLE;
				end
			end
		endcase
	end
endmodule
`timescale 1ns/1ps
module ctrl_mod0_fac8_1(
	input clk,
	input rstn,
	input en,
	output logic en_fac8_1,
	output logic [1:0] mul_val_sel,
	output logic alert_mod02
);
	localparam IDLE = 0;
	localparam MUL_13 = 1;
	localparam MUL_24 = 2;
	localparam WAIT = 3;
	localparam MUL_57 = 4;
	localparam MUL_68 = 5;
	logic [2:0] state, next_state;
	logic [1:0] cnt_reg, cnt_reg_next;
	logic [1:0] sel_reg, sel_next;
	logic en_mul_reg, en_mul_next;
	logic alert_reg, alert_next;
	assign en_fac8_1 = en_mul_reg;
	assign mul_val_sel = sel_reg;
	assign alert_mod02 = alert_reg;
	always_ff @( posedge clk or negedge rstn ) begin : state_register
		if(!rstn) begin
			state <=  IDLE;
			cnt_reg <= 0;
			sel_reg <= 0;
			en_mul_reg <= 0;
			alert_reg <= 0;
		end
		else begin
			state <= next_state;
			cnt_reg <= cnt_reg_next;
			sel_reg <= sel_next;
			en_mul_reg <= en_mul_next;
			alert_reg <= alert_next;
		end 
	end
	always_comb begin : next_state_logic
		next_state = state;
		cnt_reg_next = cnt_reg;
		sel_next = sel_reg;
		en_mul_next = en_mul_reg;
		alert_next = alert_reg;
		case (state)
			IDLE : begin
				if(en) begin
					next_state = MUL_13;
					en_mul_next = 1;
					sel_next = 0;
					alert_next = 1;
				end
			end 
			MUL_13 : begin
				alert_next = 0;
				cnt_reg_next = cnt_reg + 1;
				if(cnt_reg == 3) begin
					next_state = MUL_24;
					sel_next = 1;
				end
			end
			MUL_24 : begin
				cnt_reg_next = cnt_reg + 1;
				if(cnt_reg == 3) begin
					next_state = WAIT;
					en_mul_next = 0;
				end
			end
			WAIT : begin
				if(en) begin
					next_state = MUL_57;
					en_mul_next = 1;
					sel_next = 2;
					alert_next = 1;
				end
			end
			MUL_57 : begin
				alert_next = 0;
				cnt_reg_next = cnt_reg + 1;
				if(cnt_reg == 3) begin
					next_state = MUL_68;
					sel_next = 3;
				end
			end
			MUL_68 : begin
				cnt_reg_next = cnt_reg + 1;
				if(cnt_reg == 3) begin
					next_state = IDLE;
					en_mul_next = 0;
				end
			end
		endcase
	end
endmodule
`timescale 1ns/1ps
module ctrl_mux_shift_reg (
	input clk,
	input rstn,
	input alert_mod01,
	output logic mux_sel
);
	localparam IDLE = 0;
	localparam ADD_SEL = 1;
	localparam SUB_SEL = 2;
	logic [1:0] state, next_state;
	logic [4:0] cnt_reg, cnt_next;
	logic mux_sel_reg, mux_sel_next;
	assign mux_sel = mux_sel_reg;
	always_ff @( posedge clk or negedge rstn ) begin : State_Register
		if(!rstn) begin
			state <= IDLE;
			cnt_reg <= 0;
			mux_sel_reg <= 0;
		end
		else begin
			state <= next_state;
			cnt_reg <= cnt_next;
			mux_sel_reg <= mux_sel_next;
		end
	end
	always_comb begin : NEXT_STATE_LOGIC
		next_state = state;
		cnt_next = cnt_reg;
		mux_sel_next = mux_sel_reg;
		case (state)
		IDLE : begin
			if(alert_mod01) begin
				next_state = ADD_SEL;
				mux_sel_next = 0;
			end
		end 
		ADD_SEL : begin
			cnt_next = cnt_reg + 1;
			if(cnt_reg == 15) begin
				next_state = SUB_SEL;
				mux_sel_next = 1;
			end
		end
		SUB_SEL : begin
			cnt_next = cnt_reg + 1;
			if(cnt_reg == 31) begin
				next_state = IDLE;
				mux_sel_next = 0;
			end
		end
		endcase
	end
endmodule
`timescale 1ns/1ps
module cu_mod0_1 (
	input clk,
	input rstn,
	input alert_mod01,
	output logic mux_sel,
	output logic bf_en01,
	output logic en_fac8_1,
	output logic [1:0] mul_val_sel,
	output logic alert_mod02
);
	logic w_cnt_ctrl;
	assign bf_en01 = w_cnt_ctrl;
	cnt_4b_fsm U_CNT_4B(
	.clk(clk),
	.rstn(rstn),
	.alert_mod01(alert_mod01),
	.cnt_ctrl(w_cnt_ctrl)
	);
	ctrl_mux_shift_reg U_MUX01_SEL_CTRL(
	.clk(clk),
	.rstn(rstn),
	.alert_mod01(alert_mod01),
	.mux_sel(mux_sel)
	);
	ctrl_mod0_fac8_1 U_CTRL_01_FAC8_1(
	.clk(clk),
	.rstn(rstn),
	.en(w_cnt_ctrl),
	.en_fac8_1(en_fac8_1),
	.mul_val_sel(mul_val_sel),
	.alert_mod02(alert_mod02)
	);
endmodule
==> flow_summary.ini <==
; generated from flow reports
[floorplan]
floorplanUtilization_pct = 32.00
coreArea_mm2 = 0.004086
die_w_um = 68.02
chip_area_mm2 = 0.004626
row_count = 23
ioPinCount = 9
die_h_um = 68.02

[power_and_ir_drop]
p_seq_share_pct = 53.8
p_leak_uw = 0.0006745
p_per_area_mw_per_mm2 = 1021
p_clk_share_pct = 18.9
power_uw = 1518
switching_power_uw = 492.0
switching_share_pct = 32.42
power_frac_comb_pct = 27.3
internal_power_uw = 1026
max-vdd-ir-drop_uv = 487.3

[clock_tree]
postCtsSetupBuffers = 0
htreeDepth = 1
cts_tree = done
post_cts_resized = 0
numClockSinks = 28
numCtsBuffers = 3
max-clock-path-buffers = 2
root_buffer = clkbuf_8
cts.clk_slew.worst_paths_ns = 0.10
clkLatencyLatePin_ns = 0.27
hold_buffers = 0

[worst_setup_path]
cp_slowest_cell = dfrtp_1
cp.arrival_ns = 1.41
worst-path-buf-inv = 1
worstPathCellList = clkdlybuf4s50_1
critPathTopFamily = flip-flops
end_kind = primary output
cp-start-kind = flip-flop
critPathMaxStageDelay_ns = 0.60
path_class = reg -> out
worstPathMaxFanout = 13
required_ns = 1.68

[final_layout]
synthToLayoutAreaGrowth_pct = 13.68
fin_area_mm2 = 0.001486
drive_gt1_share_pct = 12.12

[yosys]
ys_cells = 122
numSynthFlops = 28
synthCells = 122
netlist_area_mm2 = 0.001308
top_cell_area_share_pct = 47.85
ys_types = 33
yosys_area_mm2 = 0.001308
topCellsByArea = dfrtp_1 (48%), dfstp_2 (6.0%), ha_1 (5.7%), o21ai_0 (5.4%), nand2_1 (4.3%)
top_area_cell = dfrtp_1
syn_avg_cell_area_um2 = 10.72
yosys_warnings = 3
ys_seq_share_pct = 53.88

[sta]
max_freq_ghz = 0.5460
slew_violations = 0
worst_hold_slack_ns = 0.4794
slew_headroom_pct = 73.45
grt_setup_unrepaired = false
min_period_over_period_pct = 87.21
timing.setup.tns_ns = 0
finalHoldViolCount = 0
period_needed_ns = 1.831
tightest_slew_ns = 0.3983
finalSetupViolCount = 0
finClkSkew_ns = 0.01346

[routing]
routedWlPerCell_um = 10.63
wirelength_um = 1935
drt_pre_antenna_iters = 4
route.detailed.drc = 0
viasPerCell = 4.736
dr.first_iter.drc_count = 46
drtAntennaViolNets = 0
via_count = 862
antenna_cells = 0

[run_status]
outcome = completed

[hold_path]
hold_class = reg -> reg

[run]
maxCapViolations = 0
tool_warnings = 27

[placed_design]
dp_hpwl_um = 1380
portBuffers = 8
place.gp.congestion = 0.7278
placed_area_mm2 = 0.001441

[global_route]
grt_pass1_vias = 889
grt_pass1_wl_um = 3822
antenna_found_initial = 0
grt-ovfl-total = 0
grt_usage_pct = 11.05
grt_max_degree = 29
[power groups by stage]
stage	registers [µW]	clock network (µW)	logic (µW)
5_1_grt	847	322	500
6_report	816	287	414
4_1_cts	816	304	422
[area by class of cell]
cell class,count,area (µm²)
Tap cell,50,62.56
Clock buffer,4,45.04
Inverter,10,37.54
Timing Repair Buffer,9,87.58
Sequential cell,28,704.4
Fill cell,405,2600
Multi-Input combinational cell,81,549.3
[synthesized netlist by cell type]
master and number:
clkbuf_1 1, buf_2 1, a21oi_2 1, o21ai_0 14, a21oi_1 2, nor2_4 1
dfrtp_1 25, mux2_4 1, a21o_1 2, nor3_1 1, o211ai_1 1, a22o_1 1
inv_1 10, nand2b_1 3, ha_1 6, buf_4 1, a31oi_1 1, xnor2_1 3
mux2_2 4, nor2_1 9, and3_1 1, mux2i_1 3, nand2_1 15, nand3b_1 1
o22ai_1 2, nand3_1 2, o21ai_2 1, or2_1 1, dfstp_2 3, nand4_1 1
xor2_1 2, a21bo_1 1, nor4_4 1
[cell usage in the layout (no fill, tap or decap), types with 2 or more instances in the layout]
cell type	netlist	layout
nand2b_1	3	3
inv_1	10	10
xnor2_1	3	3
mux2_2	4	4
clkdlybuf4s50_1	0	8
nand3_1	2	2
o21ai_0	14	14
ha_1	6	6
o22ai_1	2	2
nor2_1	9	9
dfstp_2	3	3
dfrtp_1	25	25
xor2_1	2	2
nand2_1	15	15
mux2i_1	3	3
a21o_1	2	2
a21oi_1	2	2
clkbuf_8	0	3
[cell families (layout without fill, tap and decap cells)]
family | Yosys count | in the layout | synth area share, %
buf+inv | 13 | 23 | 4.115
mux | 8 | 8 | 6.889
xor+xnor | 5 | 5 | 3.350
compound gates | 26 | 26 | 12.06
fa+ha+maj | 6 | 6 | 5.741
flops | 28 | 28 | 53.88
simple gates | 36 | 36 | 13.97
[final timing paths]
check,endpoint,startpoint,slack [ns],cells after the start
worst min register to register,U_MUX01_SEL_CTRL.cnt_reg[3],U_MUX01_SEL_CTRL.cnt_reg[3],0.48,1
worst min-delay path,U_MUX01_SEL_CTRL.cnt_reg[3],U_MUX01_SEL_CTRL.cnt_reg[3],0.48,1
worst max-delay path,bf_en01,U_CNT_4B.cnt_reg[3],0.27,1
max in group asynchronous,U_MUX01_SEL_CTRL.state[0],rstn,1.27,2
min in group asynchronous,asynchronous set/reset pin,rstn,0.51,2
worst max register to register,flip-flop,U_CNT_4B.cnt_reg[0],0.55,5
[metrics by stage]
step           std cells  setup WS [ns]  util [%]
3_5_place_dp         178         0.5534     35.27
2_1_floorplan        122         0.6887         -
5_1_grt              182         0.1841     36.37
6_report             182         0.2685     36.37
3_3_place_gp         178         0.5905     35.27
4_1_cts              182         0.2474     36.37
[metal layers]
metal	share of wire (%)	vias to the layer above	GRT usage, %
li1	-	430	-
met1	51	419	16.07
met2	44	11	18.01
met3	4.4	2	2.703
met4	0.67	0	0.5208
met5	0	-	0
