===== flow/design.v =====
`timescale 1ns/1ps
module cnt_3b_fsm (
	input clk,
	input rstn,
	input alert_mod02,
	output logic cnt_ctrl
);
	localparam IDLE = 0;
	localparam CNT_1CYCLE = 1;
	localparam CNT_2CYCLE = 2;
	logic [1:0] state, next_state;
	logic [2:0] cnt_reg, cnt_reg_next;
	assign cnt_ctrl = cnt_reg[2];
	always_ff @( posedge clk or negedge rstn ) begin : state_register
		if(!rstn) begin
			state <= IDLE;
			cnt_reg <= 0;
		end
		else begin
			state <= next_state;
			cnt_reg <= cnt_reg_next;
		end
	end
	always_comb begin : next_state_logic
	next_state = state;
	cnt_reg_next = cnt_reg;
		case (state)
			IDLE : begin
				cnt_reg_next = 0;	
				if(alert_mod02) begin
					next_state = CNT_1CYCLE;
				end
			end 
			CNT_1CYCLE : begin
				cnt_reg_next = cnt_reg + 1;
				if(cnt_reg_next == 7) begin
					next_state = CNT_2CYCLE;
				end
			end
			CNT_2CYCLE : begin
				cnt_reg_next = cnt_reg + 1;
				if(cnt_reg_next == 7) begin
					next_state = IDLE;
				end
			end
		endcase
	end
endmodule
`timescale 1ns/1ps
module cu_mod0_2 (
	input clk,
	input rstn,
	input alert_mod02,
	output logic bf_en02,
	output logic mux_sel02,
	output logic [8:0] addr,
	output logic mul_en,
	output logic alert_CBFP
);
	cnt_3b_fsm U_CNT_3B_FSM(
	.clk(clk),
	.rstn(rstn),
	.alert_mod02(alert_mod02),
	.cnt_ctrl(bf_en02)
	);
	mux_sel_ctrl_02 U_MUX_SEL02_CTRL(
	.clk(clk),
	.rstn(rstn),
	.alert_mod02(alert_mod02),
	.mux_sel(mux_sel02)
	);
	mul_twf_ctrl #(
	.OFFSET(128),
	.GROUP_SIZE(4),
	.ADDRESS_WIDTH(9),
	.DATA_NUM(16)
	) MUL_TWF_CTRL_02(
	.clk(clk),
	.rstn(rstn),
	.bf_en(bf_en02),
	.addr(addr),
	.mul_en(mul_en),
	.alert_CBFP(alert_CBFP)
	);
endmodule
`timescale 1ns/1ps
module mul_twf_ctrl #(
	parameter  OFFSET = 128,
	parameter  GROUP_SIZE = 4,
	parameter ADDRESS_WIDTH = 9,
	parameter DATA_NUM = 16
)(
	input clk,
	input rstn,
	input bf_en,
	output logic [ADDRESS_WIDTH-1:0] addr,
	output logic mul_en,
	output logic alert_CBFP
);
	localparam IDLE = 0;
	localparam OUT_CTRL_SIGNAL = 1;
	logic state, next_state;
	logic [$clog2(GROUP_SIZE) - 1:0] cnt_reg, cnt_next;
	logic [ADDRESS_WIDTH-1:0] addr_reg, addr_next;
	logic mul_en_reg, mul_en_next;
	logic alert_reg, alert_next;
	logic [8:0] n_step_reg, n_step_next;
	assign addr = addr_reg;
	assign mul_en = mul_en_reg;
	assign alert_CBFP = alert_reg;
	always_ff @( posedge clk or negedge rstn ) begin : state_register
		if(!rstn) begin
			state <= IDLE;
			cnt_reg <= 0;
			addr_reg <= 0;
			mul_en_reg <= 0;
			alert_reg <= 0;
			n_step_reg <= 0;
		end		
		else begin
			state <= next_state;
			cnt_reg <= cnt_next;
			addr_reg <= addr_next;
			mul_en_reg <= mul_en_next;
			alert_reg <= alert_next;
			n_step_reg <= n_step_next;
		end
	end
	always_comb begin : next_state_logic
		next_state = state;
		cnt_next = cnt_reg;
		addr_next = addr_reg;
		mul_en_next = mul_en_reg;
		alert_next = alert_reg;
		n_step_next = n_step_reg;
		case (state)
			IDLE : begin
				if(bf_en) begin
					next_state = OUT_CTRL_SIGNAL;
					alert_next = 1;
					mul_en_next = 1;
				end
			end 
			OUT_CTRL_SIGNAL : begin
				alert_next = 0;
				addr_next = addr_reg + DATA_NUM;
				cnt_next = cnt_reg + 1;
				if(cnt_reg == (GROUP_SIZE - 1)) begin
					next_state = IDLE;
					addr_next = n_step_reg + OFFSET;
					n_step_next = n_step_reg + OFFSET;
					mul_en_next = 0;
				end
			end
		endcase
	end
endmodule
`timescale 1ns/1ps
module mux_sel_ctrl_02 (
	input clk,
	input rstn,
	input alert_mod02,
	output logic mux_sel
);
	localparam IDLE = 0;
	localparam ADD_SEL = 1;
	localparam SUB_SEL = 2;
	logic [1:0] state, next_state;
	logic [3:0] cnt_reg, cnt_next;
	logic mux_sel_reg, mux_sel_next;
	assign mux_sel = mux_sel_reg;
	always_ff @( posedge clk or negedge rstn ) begin : State_Register
		if(!rstn) begin
			state <= IDLE;
			cnt_reg <= 0;
			mux_sel_reg <= 0;
		end
		else begin
			state <= next_state;
			cnt_reg <= cnt_next;
			mux_sel_reg <= mux_sel_next;
		end
	end
	always_comb begin : NEXT_STATE_LOGIC
		next_state = state;
		cnt_next = cnt_reg;
		mux_sel_next = mux_sel_reg;
		case (state)
		IDLE : begin
			if(alert_mod02) begin
				next_state = ADD_SEL;
				mux_sel_next = 0;
			end
		end 
		ADD_SEL : begin
			cnt_next = cnt_reg + 1;
			if(cnt_reg == 7) begin
				next_state = SUB_SEL;
				mux_sel_next = 1;
			end
		end
		SUB_SEL : begin
			cnt_next = cnt_reg + 1;
			if(cnt_reg == 15) begin
				if(alert_mod02) begin
					next_state = ADD_SEL;
					mux_sel_next = 0;
				end
				else begin
					next_state = IDLE;
					mux_sel_next = 0;
				end
			end
		end
		endcase
	end
endmodule

===== flow/run.sh =====
#!/bin/bash
# OpenROAD 26Q1-2900-gdf79404cd8, Yosys 0.63+post, stock flow scripts
make -C /OpenROAD-flow-scripts/flow DESIGN_CONFIG=/design/flow/config.mk WORK_HOME=/design/flow/orfs finish

===== flow/config.mk =====
export PLATFORM = sky130hd
export DESIGN_NAME = cu_mod0_2
export DESIGN_NICKNAME = cu_mod0_2
export VERILOG_FILES = /design/flow/design.v
export SDC_FILE = /design/flow/constraint.sdc
export NUM_CORES = 4
export LEC_CHECK = 1
export CORE_AREA = 10 10 91 91
export DIE_AREA = 0 0 101 101

===== flow/constraint.sdc =====
current_design cu_mod0_2

set clk_period 2.2
set clk_io_pct 0.2

create_clock -name clk0 -period $clk_period [get_ports {clk}]

set non_clock_inputs [all_inputs -no_clocks]
set_input_delay [expr $clk_period * $clk_io_pct] -clock clk0 $non_clock_inputs
set_output_delay [expr $clk_period * $clk_io_pct] -clock clk0 [all_outputs]

==> notes.md <==
flow finished, numbers: outcome complete, no violations, Min Hold Slack about 480 ps, critical path peak fanout 6, met3 routed wirelength between 150 and 200 um, number of synthesis warnings 3, Area growth syn-to-layout 18.95%, Yosys cell types 26, post-layout period usage 0.7687, actual slew at the worst max-slew pin 507.9 ps, Post-synth seq share 0.5376, Post-CTS Setup Inserts 0, Leak approximately 0.62 nW, Buf/Inv on CP 1, TritonCTS clock tree yes, 1st-pass router iterations 4, fp util 0.1913, die width between 100 and 150 um, most frequent logic cell in the layout dfrtp_1, CTS buffer count 3, maximum VDD drop about 540 uV, Filler cells between 600 and 700, routed vias around 800, WL met1 about 1.0 mm, core footprint between 0.006 and 0.007 mm^2, clk_skew about 2.5 ps, CTS H-tree depth 1, startpoint types register, CTS Buffer Depth 2, Post-Synthesis Cells 112, hold path cells 1, number of flip-flops in the largest register 5, Die Y-Extent around 100 um, Via density 3.866, Yosys chip area approximately 0.0012 mm^2, Late-Pin Clk Latency approximately 260 ps, Worst-path clk slew approximately 90 ps, root buffer cell clkbuf_8, io pins 16, # clock sinks 26, type of the worst min-delay path register to register, largest net degree at the start of global routing 27, global-route wire length before repair about 3.5 mm, WP data required between 1500 and 2000 ps, yosys cell count 112, Multi-input gate area between 500 and 600 um^2, CP Capture Type output pin, vias in the first global route 773, Die Area slightly above 0.01 mm^2, final WL 1.949 mm, Crit path largest cell delay 520 ps, # diodes 0, CP delay by family, top buffers and inverters, post-layout util 0.2276, initial antenna violation count 0, DR WL met2 751 um, Flop area between 600 and 700 um^2, Port Buffers 11, CTS Hold Bufs 0, WP depth 1, tool warnings 26, DRC viols 0, crit path DAT between 1000 and 1500 ps, Hold Fails Final Rpt 0, Antenna Violating Nets Remaining 0, max-cap violations 0, GRT Util Overall 0.04044, # rows 29, global placement routability congestion 0.7613, Syn Area/Cell approximately 11 um^2, CP max stage cell clkdlybuf4s50_1, Iteration-0 DRC Markers 32, WS Path Type register to output pin, layout cells sized above 1 0.1200, setup_tns 0 ps, Tmin final about 1700 ps, highest routed layer met4, Max-slew headroom 0.6614, RSZ-0062 raised after global routing false, cell area power density 1416 mW/mm^2, aggregate global routing overflow 0, R2R depth 4, crit-path cells clkdlybuf4s50_1, most numerous logic cells after layout dfrtp_1, nand3_1, clkdlybuf4s50_1, Fmax achieved about 600 MHz, final tally of setup violations 0, post-cts gate resize count 0, Synth flops 26, routed len/inst between 9 and 10 um, fin. max-slew vios 0, HPWL after detailed placement between 1 and 1.5 mm, Netlist Area Pre-Place around 0.0012 mm^2
-- per-layer routing --
metal | vias to the layer above | GRT usage
li1 | 401 | -
met1 | 362 | 0.05522
met2 | 16 | 0.06044
met3 | 2 | 0.01871
met4 | 0 | 0.002144
met5 | - | 0
-- kinds of logic after synthesis --
family                   Yosys count  share of synthesized area
multiplexers                       9                    0.08444
buffers and inverters             13                    0.05459
XOR/XNOR                           8                    0.05767
other                              1                   0.003087
AND-OR/OR-AND                     16                    0.08136
AND/OR/NAND/NOR                   34                     0.1298
flip-flops                        26                     0.5376
adder cells (fa/ha/maj)            5                    0.05149
-- through the flow --
step	setup WS, ps	power (mW)	std cells	area (um^2)
final	508.8	2.047	202	1445
after global routing	429.0	2.273	202	1445
after CTS	486.5	2.083	202	1445
after detailed placement	542.2	1.804	198	1400
after global placement	582.8	1.786	198	1400
after floorplan	884.2	1.510	115	1226
-- final cells by class --
type,instances,area share
Tap cell,77,0.06667
Inverter,7,0.01818
Timing Repair Buffer,12,0.08139
Clock buffer,4,0.03117
Multi-Input combinational cell,76,0.3506
Sequential cell,26,0.4519
-- where the power goes --
part,switching (mW),internal [mW]
logic,0.310,0.492
clock network,0.140,0.129
registers,0.252,0.724
-- final timing paths --
path / start / end / slack, ps
max: U_CNT_3B_FSM.cnt_reg[2]$_DFFE_PN0P_ / bf_en02 / 510
min: MUL_TWF_CTRL_02.cnt_reg[0]$_DFFE_PN0P_ / MUL_TWF_CTRL_02.cnt_reg[0]$_DFFE_PN0P_ / 480
max reg2reg: U_CNT_3B_FSM.cnt_reg[0]$_DFFE_PN0P_ / register / 760
min reg2reg: MUL_TWF_CTRL_02.cnt_reg[0]$_DFFE_PN0P_ / MUL_TWF_CTRL_02.cnt_reg[0]$_DFFE_PN0P_ / 480
max in group asynchronous: rstn / U_MUX_SEL02_CTRL.state[0]$_DFF_PN1_ / 1370
min in group asynchronous: rstn / U_MUX_SEL02_CTRL.mux_sel_reg$_DFFE_PN0P_ / 540
-- synth_stat cells --
master	number	share of area
a21oi_1	3	0.012
a22oi_1	1	0.0062
nor2b_1	1	0.0052
buf_2	2	0.0082
mux2_2	6	0.056
a21boi_0	1	0.0062
nor2_1	9	0.028
o22ai_1	3	0.015
nand2_1	8	0.025
buf_4	4	0.025
o21ai_0	6	0.025
dfrtp_1	24	0.49
xor2_1	4	0.029
and3_2	1	0.0062
xnor2_1	4	0.029
inv_1	7	0.022
a22o_1	1	0.0072
ha_1	5	0.051
or4_1	1	0.0062
mux2i_1	2	0.016
nand3b_1	1	0.0062
dfstp_2	2	0.043
conb_1	1	0.0031
nand3_1	13	0.054
o221a_2	1	0.0093
mux2_4	1	0.012
No activity file was given, so power comes from the tool's default toggle rates.
